<file path="flow/run.sh">
#!/bin/bash
# OpenROAD 26Q1-2900-gdf79404cd8, Yosys 0.63+post, stock flow scripts
make -C /OpenROAD-flow-scripts/flow DESIGN_CONFIG=/design/flow/config.mk WORK_HOME=/design/flow/orfs finish
</file>
<file path="flow/design.v">
`timescale 1ns / 1ps
module RF
(
    input clk,
    input rst,
    input wena,
    input [63:0] wdata,
    input [2:0] waddr,
    input [2:0] r0addr,
    input [2:0] r1addr,
    input [1:0] thread,
    output reg [63:0] r0data,
    output reg [63:0] r1data
);
    reg signed [63:0] RF1 [7:0];
    reg signed [63:0] RF2 [7:0];
    reg signed [63:0] RF3 [7:0];
    reg signed [63:0] RF4 [7:0];
	integer i;
    always @(posedge clk) begin
        case(thread)
            2'b00: begin   
                if (rst) begin
                    for (i = 0; i < 8; i = i + 1) RF1[i] <= 64'b0;
                end else if (wena) RF1[waddr] <= wdata;
            end
            2'b01: begin   
                if (rst) begin
                    for (i = 0; i < 8; i = i + 1) RF2[i] <= 64'b0;
                end else if (wena) RF2[waddr] <= wdata;
            end
            2'b01: begin   
                if (rst) begin
                    for (i = 0; i < 8; i = i + 1) RF3[i] <= 64'b0;
                end else if (wena) RF3[waddr] <= wdata;
            end
            2'b11: begin   
                if (rst) begin
                    for (i = 0; i < 8; i = i + 1) RF4[i] <= 64'b0;
                end else if (wena) RF4[waddr] <= wdata;
            end
        endcase
    end
    always @(*) begin
        case(thread)
            2'b00: begin   
                r0data = ((waddr == r0addr) && wena) ? RF1[waddr] : RF1[r0addr];
                r1data = ((waddr == r1addr) && wena) ? RF1[waddr] : RF1[r1addr];
            end
            2'b01: begin   
                r0data = ((waddr == r0addr) && wena) ? RF2[waddr] : RF2[r0addr];
                r1data = ((waddr == r1addr) && wena) ? RF2[waddr] : RF2[r1addr];
            end
            2'b01: begin   
                r0data = ((waddr == r0addr) && wena) ? RF3[waddr] : RF3[r0addr];
                r1data = ((waddr == r1addr) && wena) ? RF3[waddr] : RF3[r1addr];
            end
            2'b11: begin   
                r0data = ((waddr == r0addr) && wena) ? RF4[waddr] : RF4[r0addr];
                r1data = ((waddr == r1addr) && wena) ? RF4[waddr] : RF4[r1addr];
            end
        endcase
    end
endmodule
</file>
<file path="flow/config.mk">
export PLATFORM = sky130hd
export DESIGN_NAME = RF
export DESIGN_NICKNAME = RF
export VERILOG_FILES = /design/flow/design.v
export SDC_FILE = /design/flow/constraint.sdc
export NUM_CORES = 4
export LEC_CHECK = 1
export CORE_UTILIZATION = 50
</file>
<file path="flow/constraint.sdc">
current_design RF

set clk_period 36.2
set clk_io_pct 0.2

create_clock -name clk0 -period $clk_period [get_ports {clk}]

set non_clock_inputs [all_inputs -no_clocks]
set_input_delay [expr $clk_period * $clk_io_pct] -clock clk0 $non_clock_inputs
set_output_delay [expr $clk_period * $clk_io_pct] -clock clk0 [all_outputs]
</file>
==> CHANGELOG.md <==
## Flow update

- Status: finished, final reports clean
- Total number of vias: 50.9k
- Fin area: 93,600 sq um
- Routed len/inst: 34.2 microns
- Int Pwr: 3150 uW
- Total Wirelength: 263 mm
- Die H: 413 microns
- Main flop type: edfxtp_1
- Root buffer cell: clkbuf_16
- Final ANT Viol Nets: 0
- Syn_area_per_cell: 15.5 sq um
- First-pass GRT wire length: 382 mm
- Worst VDD drop: 0.0503 mV
- Fmax: 94.8 MHz
- Psw: 1010 uW
- Port Buffer Count: 205
- Core utilization at floorplan: 0.504
- Clock-pin slew on the worst setup and hold paths: 60 ps
- Core ar.: 167,000 sq um
- DRC violation total after the first TritonRoute iteration: 3,115
- Crit path DAT: 10,950 ps
- Number of I/O pins: 206
- Mapped Cells: 5,456
- Cell with the most instances after synthesis: edfxtp_1
- Fin crit share: 0.291
- Async S/R FF share, synth: 0
- Count of different cell masters after synthesis: 54
- GP Congestion: 0.901
- Via density: 6.60
- Count of unclocked register or latch pins: 128
- Sw frac: 0.243
- Area of placed instances: 88,400 sq um
- DP HPWL: 148 mm
- Initial antenna violation count: 11
- Yosys cell count: 5,456
- Type of origin of the critical path: primary input
- Met1 Wirelength: 89.0 mm
- Crit path launch: waddr[1]
- # H-tree levels: 4
- Class of the worst hold path: primary input to flip-flop
- Most instantiated cells after synthesis: edfxtp_1, and3_1, mux4_2, and2_1, clkbuf_1
- Number of unconstrained endpoints: 256
- Post-cts repair resize count: 0
- Crit. End Element: flip-flop
- Cell Pwr Density: 44.5 nW/um^2
- Final Critical Period: 10,540 ps
- # hold bufs at CTS: 0
- Vias in the first global route: 55.2k
- Share of layout cells above drive strength 1: 0.225
- CP Data Required Time: 36,610 ps
- Max-Cap Viols: 0
- Ys flops: 1,664
- Worst Path Max Fanout: 43
- Yosys chip area: 84,400 sq um
- CP dominant cell by count: buf_4
- Critical path class: primary input to flip-flop
- Chip area: 171,000 sq um
- Metal3 WL: 42.6 mm
- Yosys top cell area share: 0.546
- CTS tree: done
- Met2 WL post-DR: 122 mm
- Slew Limit Fails: 0
- Fraction of power consumed by sequential logic: 0.499
- Die extent in x: 413 microns
- Final setup TNS: 0 ps
- Synth area leader: edfxtp_1
- Slowest-stage cell, CP: buf_4
- Netlist Area Pre-Place: 84,400 sq um
- LEAKAGE: 0.0318 uW
- Top Metal Used: met5
- Row count: 150
- Slew @ Worst Pin: 994 ps
- Total track usage: 0.349
- Rel. slew slack: 0.335
- Slowest stage delay, CP: 680 ps
- Hold Path Origin: wdata[7]
- Setup crit end: RF4[4][22]
- CTS buffer count: 171
- Final Hold Vio Count: 0
- Yosys warning total: 1
- Number of post-CTS setup repair buffers: 0
- Log Warnings: 29
- Post-synth EDFFs: 1,536
- Largest net degree at the start of global routing: 161
- Comb pwr share: 0.103
- Clock Path Buffers: 3
- DRT Pass-1 Iters: 5
- Unrepaired setup endpoints after global routing: no
- Gr ovfl total: 0
- Residual DRC: 0
- Critical path, cell by cell: clkdlybuf4s50_1 > buf_4 > nand2b_1 > nor2_4 > buf_4 > nand2_1 > nand2_4 > buf_4
- Clk pwr share: 0.397
- Setup-failing EPs final: 0
- Synthesis-to-layout area growth: 10.8%
- Post-synth area hogs: edfxtp_1, mux4_2, and3_1
## metal layers
layer / track usage / up-vias
met1: 0.476 / 25400
met2: 0.491 / 3431
met3: 0.237 / 467
li1: - / 21500
met5: 0.0144 / -
met4: 0.0923 / 22
## cells in the final DEF, fill, tap and decap left out, types with 3 or more instances in the layout
cell	count
clkinv_2	26
nand2b_1	9
o211ai_1	5
a211oi_1	7
xnor2_1	3
edfxtp_1	1536
clkdlybuf4s50_1	196
a2111oi_0	5
nand3_1	5
and3_1	961
nand2_1	30
a21oi_1	9
and2_1	577
clkinv_8	3
buf_8	5
diode_2	5
o21ai_4	12
nand2_4	13
dlxtn_1	128
o22ai_1	9
nor2_1	8
bufinv_16	7
nor2b_1	10
o21ai_0	125
mux4_2	760
o22a_1	120
mux2_2	11
nor2_4	15
buf_4	188
clkinv_1	41
clkbuf_16	176
mux2i_1	387
clkbuf_1	49
mux4_1	8
xor2_1	3
## cell families (layout without fill, tap and decap cells)
group                  Yosys count  count (layout)  synth area share
buffers and inverters          666             705            0.0326
flip-flops                    1536            1536             0.546
XOR/XNOR                         6               6          0.000622
multiplexers                  1166            1166             0.253
AND-OR/OR-AND                  316             316            0.0257
latches                        128             128            0.0227
other                            0               5                 0
AND/OR/NAND/NOR               1638            1638             0.120
## power by group through the flow
stage                 registers [uW]  logic, uW  clock network [uW]
after global routing            2090        455                1740
after CTS                       2080        431                1670
final                           2080        430                1650
## critical path, delay by kind of cell
family                 cells  cell delay, ps
buffers and inverters      4            2120
AND/OR/NAND/NOR            4            1510
## flip-flops by register name (all words and copies together), names as in the netlist
name and cells:
RF4 512, r1data 64, RF2 512, RF1 512
r0data 64
## worst min-delay path by stage
stage                 cells past startpoint  slack, ps        end
after global routing                      3       7360  RF1[7][3]
final                                     3       7370  RF1[3][7]
after CTS                                 3       7330  RF2[3][7]
## stage by stage
stage               instances  total power [uW]  worst slack, ps   util  hold slack [ps]
finish                   7704              4160            25660  0.559             7370
global route             7700              4280            25510  0.559             7360
CTS                      7699              4180            25720  0.559             7330
detailed placement       7392              2540            24920  0.528             8200
global placement         7392              2540            24910  0.528             8190
floorplan                5456              2370            23190      -             7460
## area by class of cell
class                           instances  area (sq um)
Fill cell                           12700         73900
Sequential cell                      1664         48000
Multi-Input combinational cell       3126         34000
Clock buffer                          225          4590
Timing Repair Buffer                  395          3520
Tap cell                             2204          2760
Clock inverter                         82           597
Inverter                                3          18.8
Antenna cell                            5          12.5
Power figures rest on the tool's default switching activity, not on a simulated workload.
