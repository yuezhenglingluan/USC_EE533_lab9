==> design/flow/design.v <==
`timescale 1ns / 1ps
module PC
(
    input clk,
    input rst,
    input [63:0] PC_next,
    output reg [63:0] PC
);
    always @(posedge clk) begin
        if (rst)
            PC <= 64'b0;
        else
            PC <= PC_next;
    end
endmodule
`timescale 1ns / 1ps
module PC_MUX
(
    input [63:0] PC_next_in,
    input [63:0] BTA,
    input PC_ctrl,
    output [63:0] PC_next_out
);
    assign PC_next_out = PC_ctrl == 1? BTA : PC_next_in;
endmodule
`timescale 1ns / 1ps
module PC_plus_1
(
    input [63:0] PC,
    input enable,
    output [63:0] PC_next
);
    assign PC_next = enable ? (PC + 1'b1) : PC;
endmodule
module Thread_PC(
    input clk,
    input rst,
    input [1:0] thread,
    input PC_ctrl_in,
    input [63:0] BTA_in,
    output reg [63:0] PC_out
);
    wire [63:0] PC_1, PC_2, PC_3, PC_4;
    reg PC_ctrl_1, PC_ctrl_2, PC_ctrl_3, PC_ctrl_4;
    reg [63:0] BTA1, BTA2, BTA3, BTA4;
    wire [63:0] PC_next_1, PC_next_2, PC_next_3, PC_next_4;
    wire [63:0] PC_next_to_mux_1, PC_next_to_mux_2, PC_next_to_mux_3, PC_next_to_mux_4;
    reg Counter_Enable_1, Counter_Enable_2, Counter_Enable_3, Counter_Enable_4;
    reg rst_1, rst_2, rst_3, rst_4;
    PC PC1(.clk(clk),.rst(rst),.PC_next(PC_next_1),.PC(PC_1));
    PC PC2(.clk(clk),.rst(rst),.PC_next(PC_next_2),.PC(PC_2));
    PC PC3(.clk(clk),.rst(rst),.PC_next(PC_next_3),.PC(PC_3));
    PC PC4(.clk(clk),.rst(rst),.PC_next(PC_next_4),.PC(PC_4));
    PC_plus_1 PC_plus_1_1(.PC(PC_1), .enable(Counter_Enable_1), .PC_next(PC_next_to_mux_1));
    PC_plus_1 PC_plus_1_2(.PC(PC_2), .enable(Counter_Enable_2), .PC_next(PC_next_to_mux_2));
    PC_plus_1 PC_plus_1_3(.PC(PC_3), .enable(Counter_Enable_3), .PC_next(PC_next_to_mux_3));
    PC_plus_1 PC_plus_1_4(.PC(PC_4), .enable(Counter_Enable_4), .PC_next(PC_next_to_mux_4));
    PC_MUX PC_MUX_1 (.BTA(BTA1), .PC_ctrl(PC_ctrl_1), .PC_next_in(PC_next_to_mux_1), .PC_next_out(PC_next_1));
    PC_MUX PC_MUX_2 (.BTA(BTA2), .PC_ctrl(PC_ctrl_2), .PC_next_in(PC_next_to_mux_2), .PC_next_out(PC_next_2));
    PC_MUX PC_MUX_3 (.BTA(BTA3), .PC_ctrl(PC_ctrl_3), .PC_next_in(PC_next_to_mux_3), .PC_next_out(PC_next_3));
    PC_MUX PC_MUX_4 (.BTA(BTA4), .PC_ctrl(PC_ctrl_4), .PC_next_in(PC_next_to_mux_4), .PC_next_out(PC_next_4));
    always @(*) begin
        case(rst)
            1'b1: begin
                case(thread)
                    2'b00: begin
                        rst_1 = 1'b1;
                        rst_2 = 1'b0;
                        rst_3 = 1'b0;
                        rst_4 = 1'b0;
                    end
                    2'b01: begin
                        rst_1 = 1'b0;
                        rst_2 = 1'b1;
                        rst_3 = 1'b0;
                        rst_4 = 1'b0;
                    end
                    2'b10: begin
                        rst_1 = 1'b0;
                        rst_2 = 1'b0;
                        rst_3 = 1'b1;
                        rst_4 = 1'b0;
                    end
                    2'b11: begin
                        rst_1 = 1'b0;
                        rst_2 = 1'b0;
                        rst_3 = 1'b0;
                        rst_4 = 1'b1;
                    end
                endcase
            end
            1'b0: begin
                rst_1 = 1'b0;
                rst_2 = 1'b0;
                rst_3 = 1'b0;
                rst_4 = 1'b0;
                case(thread)
                    2'b00: begin
                        PC_out = PC_1;
                        PC_ctrl_4 = PC_ctrl_in;   
                        BTA4 = BTA_in;   
                        Counter_Enable_1 = 1'b1;
                        Counter_Enable_2 = 1'b0;
                        Counter_Enable_3 = 1'b0;
                        Counter_Enable_4 = 1'b0;
                    end
                    2'b01: begin
                        PC_out = PC_2;
                        PC_ctrl_1 = PC_ctrl_in;   
                        BTA1 = BTA_in;   
                        Counter_Enable_1 = 1'b0;
                        Counter_Enable_2 = 1'b1;
                        Counter_Enable_3 = 1'b0;
                        Counter_Enable_4 = 1'b0;
                    end
                    2'b10: begin
                        PC_out = PC_3;
                        PC_ctrl_2 = PC_ctrl_in;   
                        BTA2 = BTA_in;   
                        Counter_Enable_1 = 1'b0;
                        Counter_Enable_2 = 1'b0;
                        Counter_Enable_3 = 1'b1;
                        Counter_Enable_4 = 1'b0;
                    end
                    2'b11: begin
                        PC_out = PC_4;
                        PC_ctrl_3 = PC_ctrl_in;   
                        BTA3 = BTA_in;   
                        Counter_Enable_1 = 1'b0;
                        Counter_Enable_2 = 1'b0;
                        Counter_Enable_3 = 1'b0;
                        Counter_Enable_4 = 1'b1;
                    end
                endcase
            end
        endcase
    end
endmodule
==> design/flow/run.sh <==
#!/bin/bash
# OpenROAD 26Q1-2900-gdf79404cd8, Yosys 0.63+post, stock flow scripts
make -C /OpenROAD-flow-scripts/flow DESIGN_CONFIG=/design/flow/config.mk WORK_HOME=/design/flow/orfs finish
==> design/flow/config.mk <==
export PLATFORM = sky130hd
export DESIGN_NAME = Thread_PC
export DESIGN_NICKNAME = Thread_PC
export VERILOG_FILES = /design/flow/design.v
export SDC_FILE = /design/flow/constraint.sdc
export NUM_CORES = 4
export LEC_CHECK = 1
export CORE_UTILIZATION = 40
==> design/flow/constraint.sdc <==
current_design Thread_PC

set clk_period 9.5
set clk_io_pct 0.2

create_clock -name clk0 -period $clk_period [get_ports {clk}]

set non_clock_inputs [all_inputs -no_clocks]
set_input_delay [expr $clk_period * $clk_io_pct] -clock clk0 $non_clock_inputs
set_output_delay [expr $clk_period * $clk_io_pct] -clock clk0 [all_outputs]
==> summary.txt <==
Results of an implementation run.

Once the floorplan was initialized, standard cells occupied 40.8% of the core. The data required time reported for the critical path is 9.91 ns. The run finished with clean final reports.

The core area is 51600 um^2. Post-synth the commonest register cell is sky130_fd_sc_hd__dlxtn_1. TritonCTS built the clock tree.

In this run the tightest slew margin relative to its limit is 41.6%. Setup repair after global routing left no endpoint under its margin. The setup slack after layout is 5.51 ns.

The leftover overflow at the end of global routing is 0. Summing over every cut layer, the via total after detailed routing is 18.0k. Per the placement report, the placed cell count is 3017. Of all nets on the critical path, the largest fanout is 103. Before any placement, the netlist area is recorded as 21100 um^2. For this design, Yosys synthesis ends with a cell count of 2288.

The routed wire length is 76.6 mm. The number of antenna violations at the first check in global routing is 2. The half-perimeter wire length of the detailed placement result is 54.0 mm. Measured along the y axis, the die boundary spans 231 um.

Across every metal layer, demand over resource in global routing totals 30.3%. The net switching power in the latest report is 0.000851 W. The synthesis report lists the Yosys warning total as 2. The net switching share of the total power is 27.1%. A synthesized cell averages 9.20 um^2. The fraction of the cycle the final worst path needs is 42.0%.

The number of violations reported at the end of detailed-routing iteration 0 is 1460. Entering global routing, the biggest net connects 104 pins. The cell area power density is 129 nW/um^2.

The die outline area is 53600 um^2. Of all flip-flops after synthesis, the portion carrying an async set or reset was 0%. The max-slew violation count is 0. Hold repair after CTS inserted 0 buffers. The number of port buffers is 132. Warnings raised by the tools during the run amount to 28. The number of hold-slack violations in the final timing report is 0. The class of the tightest hold or removal check is reg2reg. Counting the buffers created by CTS gives 35. The count of cells along the worst hold path is 2. The clock latency on the worst-skew pair is 0.56 ns.

The shortest clock period the worst path allows after layout is 3.99 ns. The sequential power share is 44.0%. The maximum clock rate is 251 MHz.

The worst setup path is launched from an input port. The tree is rooted in a sky130_fd_sc_hd__clkbuf_16. The first-pass GRT wire length is 115 mm. 392 endpoints have no timing constraint. The critical path data arrival time is 4.40 ns. The worst setup path is captured at a flop. The script logs the ratio of routed vias to standard cells as 5.83.

The cell count after synthesis came out at 2288. The analysis attributes to cell leakage a power of 9.09 nW. The clock share of power is 44.5%. Post-CTS repair changed the size of 0 cells. The worst clock skew is 0.00997 ns. In this run the core area contains 83 standard-cell rows. At the pin with the least slew margin, the transition time is 0.869 ns. Final hold analysis gives a worst-case slack of 0.547 ns. The number of register bits inferred by synthesis is 584. Cell internal power was estimated by the tool at 0.00229 W. Nets still carrying antenna violations after routing amount to 0.

From synthesis to final layout, the design area changed by 15.3%. The routed design shows a wire length per standard cell of 24.9 um. Pin placement for this block handled 133 I/O pins. TritonRoute reported its final design rule violation total as 0. The count of maximum capacitance violations is 0.

According to the Yosys statistics, the synthesized design has a chip area of 21100 um^2. After the flow finishes, the layout carries non-filler instances totaling 3082. The type of the worst setup path is in2reg. The maximum vdd ir drop is 0.0972 mV.

The number of buffers on the longest clock path is 3. The final timing report counts setup violations totalling 0. Summed over all failing endpoints, the final setup total negative slack is 0 ns. The number of global-route vias before repair is 17.6k.

The part of the power in combinational logic is 11.4%. The clock edge transition at the registers on the reported setup and hold paths is 0.06 ns. The top cell types in the final layout, fill and taps aside, are sky130_fd_sc_hd__dlxtn_1 (327), sky130_fd_sc_hd__nor2_1 (271), sky130_fd_sc_hd__dfxtp_1 (256), sky130_fd_sc_hd__nand2_1 (139), sky130_fd_sc_hd__xnor2_1 (132).

Measured in cells, the most critical reg-to-reg path has a length of 6. The number of enable flip-flop cells is 0. Timing analysis after detailed placement gives a worst setup slack of 5.00 ns.

The number of different library cells used by synthesis comes to 51. The most frequently placed logic cell in the final layout is sky130_fd_sc_hd__dlxtn_1.

The count of unclocked register or latch pins is 328. The iteration count recorded for the first detailed-route pass is 7. The level count of the clock H-tree is 2. The total setup buffers inserted after CTS is 0. The width of the die is 231 um. The ratio of cells with drive above 1 in the final layout is 7.50%. After its last routability iteration, the placer logged a weighted congestion of 1.00.
final timing paths:
check / from / to / slack (ns)
worst max-delay path: rst / PC4.PC[12] / 5.51
worst min-delay path: PC3.PC[42] / PC3.PC[42] / 0.55
worst max register to register: PC1.PC[0] / PC1.PC[60] / 6.05
worst min register to register: PC3.PC[42] / PC3.PC[42] / 0.55
registers in the layout (all words and copies together) (netlist names), 64 cells and up:
| signal | flops |
|---|---|
| BTA1 | 64 |
| BTA2 | 64 |
| BTA3 | 64 |
| BTA4 | 64 |
| PC1.PC | 64 |
| PC2.PC | 64 |
| PC3.PC | 64 |
| PC4.PC | 64 |
| PC_out | 64 |
logic make-up (layout without fill, tap and decap cells):
group           after synthesis  in the layout  share of synthesized area [%]
buf+inv                     168            280                           3.09
other cells                   0              2                              0
simple gates                916            916                           22.0
fa+ha+maj                     4              4                          0.238
latches                     328            328                           23.4
mux                         105            105                           8.79
compound gates              290            290                           8.91
flops                       256            256                           24.3
xor+xnor                    221            221                           9.19
worst max-delay path: stages:
cell and delay [ns]:
sky130_fd_sc_hd__buf_8 0.47, sky130_fd_sc_hd__buf_4 0.59, sky130_fd_sc_hd__buf_4 0.55, sky130_fd_sc_hd__buf_4 0.61, sky130_fd_sc_hd__nor3_1 0.13
routing by layer:
metal,share of wire (%),track usage (%)
met1,42,44.5
met2,44,43.6
met3,10,9.41
met4,3.8,9.81
met5,0,0
cells in the mapped netlist, types with 8 or more instances:
library cell,number,area [um^2]
sky130_fd_sc_hd__or3_1,35,219
sky130_fd_sc_hd__mux2i_1,41,410
sky130_fd_sc_hd__nor4_1,43,269
sky130_fd_sc_hd__nand3_1,101,505
sky130_fd_sc_hd__clkbuf_1,97,364
sky130_fd_sc_hd__o21a_1,26,195
sky130_fd_sc_hd__nor2b_1,8,50.1
sky130_fd_sc_hd__o22ai_1,18,113
sky130_fd_sc_hd__dlxtn_1,328,4920
sky130_fd_sc_hd__nor2_1,271,1020
sky130_fd_sc_hd__nor3_1,74,370
sky130_fd_sc_hd__nand4_1,112,701
sky130_fd_sc_hd__o21ai_0,31,155
sky130_fd_sc_hd__inv_1,44,165
sky130_fd_sc_hd__mux4_2,64,1440
sky130_fd_sc_hd__a211oi_1,89,668
sky130_fd_sc_hd__a21oi_1,95,475
sky130_fd_sc_hd__and4_1,26,228
sky130_fd_sc_hd__nand2_1,140,526
sky130_fd_sc_hd__nor3b_1,11,82.6
sky130_fd_sc_hd__a311oi_1,21,184
sky130_fd_sc_hd__xor2_1,89,780
sky130_fd_sc_hd__buf_1,16,60.1
sky130_fd_sc_hd__xnor2_1,132,1160
sky130_fd_sc_hd__dfxtp_1,256,5120
sky130_fd_sc_hd__and2_1,27,169
sky130_fd_sc_hd__and3_1,47,294
metrics by stage:
stage / utilization (%) / total power, W / area (um^2)
6_report: 47.0 / 0.00314 / 24300
5_1_grt: 47.0 / 0.00324 / 24300
4_1_cts: 47.0 / 0.00315 / 24300
3_5_place_dp: 44.7 / 0.00176 / 23100
3_3_place_gp: 44.7 / 0.00175 / 23100
2_1_floorplan: - / 0.00158 / 21100
layout make-up:
type	instances	area, um^2
Antenna cell	2	5.00
Clock buffer	57	1120
Clock inverter	6	80.1
Fill cell	4759	27300
Inverter	46	175
Multi-Input combinational cell	1536	10400
Sequential cell	584	10100
Tap cell	680	851
Timing Repair Buffer	171	1610
power groups by stage:
stage,Combinational (W),Clock [W],Sequential [W]
final,0.000359,0.00140,0.00138
after global routing,0.000392,0.00145,0.00140
after CTS,0.000360,0.00141,0.00138
Power and IR drop assume default switching activity.
